==> design/flow/design.v <==
module B2T_15b(
	input logic [3:0] binary,
	output logic [14:0] thermo
);
	always @(*)   	
			thermo = (15'b1 << binary) - 15'b1;
endmodule
module B2T_16b(
	input [7:0] n,
	output reg [15:0] col_off,
	output reg [15:0] col_on,
	output reg [15:0] row_p,
	output reg [15:0] row_n
);
	reg [4:0] col_on_num;
	reg [3:0] row_on_num;
	always @(*) begin
		col_on_num = {1'b0,n[7:4]} + 5'b1;
		row_on_num = n[3:0];
		col_on = ~(16'hFFFF >> col_on_num);
		col_off = ~(col_on << 1);
		if (col_on_num[0] == 1'b1) begin
			row_p = ~(16'hFFFF >> row_on_num);
			row_n = ~row_p;
		end
		else begin
			row_n = (16'b1 << row_on_num) - 16'b1;
			row_p = ~row_n;
		end
	end
endmodule
module DEC(
	input logic [1:0] os_bin,
	input logic dec_clk,
	input logic [7:0] s_mtrx,   
	input logic [7:0] s_band,
	input logic csr_dec_en,
	output logic [63:0] mtrx_thrm,
	output logic [29:0] band_thrm
	);
	logic [15:0] col_off;
	logic [15:0] col_on;
	logic [15:0] row_p;
	logic [15:0] row_n;
	logic [7:0] n;
	B2T_16b B2T_16b_inst( 
		.n(n),
		.col_off(col_off), 
		.col_on(col_on),
		.row_p(row_p), 
		.row_n(row_n)
	);
	B2T_15b B2T_15b_inst1(
		.binary(s_band[7:4]),
		.thermo(band_thrm[29:15])
	);
	B2T_15b B2T_15b_inst2(
		.binary(s_band[3:0]),
		.thermo(band_thrm[14:0])
	);
	assign n = s_mtrx + {6'b0,os_bin};
	always_ff @(posedge dec_clk or negedge csr_dec_en) begin
		if (!csr_dec_en) begin
			mtrx_thrm <= 64'b0;	
		end 
		else begin
			mtrx_thrm[15:0] <= col_on;
			mtrx_thrm[31:16] <= col_off;
			mtrx_thrm[47:32] <= row_p;
			mtrx_thrm[63:48] <= row_n;
		end 
	end
endmodule
module FLB(
		input  logic nsh_clk,     
		input  logic ref_clk, 
		input  logic [15:0] dlf_out,
		input  logic [7:0] band,
		input logic csr_dec_en, 
		input  logic csr_flb_sdm_en, 
		input  logic csr_flb_sdm_order,
		input  logic csr_flb_sdm_thrm_en, 
		input  logic [1:0] csr_flb_mtrx_clk_lag,
		input  logic [1:0] csr_flb_smpl_clk_lag,
		input  logic csr_sync_en, 
		input  logic csr_flb_en, 
		output logic [2:0] os_thrm_FLB,
		output logic [1:0] os_bin_FLB,
		output logic [63:0] mtrx_thrm_FLB,
		output logic [29:0] band_thrm_FLB
	);
		logic [7:0] s_os;
		logic [7:0] s_mtrx;   
		logic [7:0] s_band;   
		logic dec_clk;
		logic [1:0] os_bin;
		logic [2:0] os_thrm;
		logic [63:0] mtrx_thrm;
		logic [29:0] band_thrm;
		logic [7:0] s_mtrx_after_delay;   
		logic [7:0] d1;
		logic [7:0] d2;
		logic [7:0] d3;
		logic nsh_clk_input;
		logic flb_en_sync_0, flb_en_sync_1;
		logic flb_en_latch;
	SYNC sync_inst(
		.nsh_clk(nsh_clk_input),     
		.ref_clk(ref_clk), 
		.dlf_out (dlf_out), 
		.band(band),
		.csr_flb_mtrx_clk_lag(csr_flb_mtrx_clk_lag),
		.csr_flb_smpl_clk_lag(csr_flb_smpl_clk_lag),
		.csr_flb_sdm_thrm_en(csr_flb_sdm_thrm_en),
		.csr_sync_en(csr_sync_en),
		.s_os(s_os),     
		.s_mtrx(s_mtrx),   
		.s_band(s_band),   
		.dec_clk(dec_clk)  
	);	
	SDM sdm_inst(
		.nsh_clk(nsh_clk_input),       
		.s_os(s_os),
		.csr_flb_sdm_en(csr_flb_sdm_en), 
		.csr_flb_sdm_order(csr_flb_sdm_order),
		.csr_flb_sdm_thrm_en(csr_flb_sdm_thrm_en),
		.os_bin(os_bin),    
		.os_thrm(os_thrm)		
	);
	DEC dec_inst(
		.os_bin(os_bin),
		.dec_clk(dec_clk),
		.s_mtrx(s_mtrx_after_delay),   
		.s_band(s_band),
		.csr_dec_en(csr_dec_en),
		.mtrx_thrm(mtrx_thrm),
		.band_thrm(band_thrm)
	);
	always_ff @(posedge dec_clk or negedge csr_flb_en) begin
		if (!csr_flb_en) begin
			os_thrm_FLB <= 3'b0;
			os_bin_FLB <= 2'b0;
			mtrx_thrm_FLB <= 64'b0;
			band_thrm_FLB <= 30'b0;
		end 
		else begin
			os_thrm_FLB <= os_thrm;
			os_bin_FLB <= os_bin;
			mtrx_thrm_FLB <= mtrx_thrm;
			band_thrm_FLB <= band_thrm;
		end 
	end
	always @(posedge nsh_clk_input or negedge csr_flb_en) begin
		if (!csr_flb_en) begin
			d1 <= 8'b0;
			d2 <= 8'b0;
			d3 <= 8'b0;
		end else begin
			d1 <= s_mtrx; 
			d2 <= d1;
			d3 <= d2;
		end
	end
	assign s_mtrx_after_delay = d3;
	always_ff @(posedge nsh_clk or negedge csr_flb_en) begin
		if (!csr_flb_en) begin
			flb_en_sync_0 <= 1'b0;
			flb_en_sync_1 <= 1'b0;
		end else begin
			flb_en_sync_0 <= csr_flb_en;
			flb_en_sync_1 <= flb_en_sync_0;
		end
	end
	always_latch begin
		if (!csr_flb_en)
			flb_en_latch = 1'b0;
		else if (nsh_clk == 1'b0)
			flb_en_latch = flb_en_sync_1;
		else
			flb_en_latch = flb_en_latch; 
	end
	assign nsh_clk_input = nsh_clk & flb_en_latch;
endmodule
module SDM (
	input  logic nsh_clk,       
	input  logic [7:0] s_os, 
	input  logic csr_flb_sdm_en, 
	input  logic csr_flb_sdm_order,
	input  logic csr_flb_sdm_thrm_en,  
	output logic [1:0] os_bin,    
	output logic [2:0] os_thrm  
);
	logic [8:0] v0;
	logic [7:0] e0;
	logic [8:0] v1;
	logic [7:0] e1;
	logic y0;
	logic y0_prev;
	logic y1;
	logic y1_prev;
	logic order_enable;
	logic [1:0] bin;
	logic [2:0] thrm_temp;
	assign y0 = v0[8]; 
	assign e0 = v0[7:0];
	always_ff @(posedge nsh_clk or negedge csr_flb_sdm_en) begin
		if (!csr_flb_sdm_en)
			v0 <= 9'b0;
		else
			v0 <= {1'b0,s_os} + {1'b0,e0};
		end
	assign order_enable = csr_flb_sdm_order & csr_flb_sdm_en;
	assign y1 = v1[8]; 
	assign e1 = v1[7:0];
	always_ff @(posedge nsh_clk or negedge order_enable) begin
		if (!order_enable)
			v1 <= 9'b0;
		else
			v1 <= {1'b0,e0} + {1'b0,e1};
		end
	always_ff @(posedge nsh_clk or negedge order_enable) begin
		if (!order_enable)
			y1_prev <= 1'b0;
		else
			y1_prev <= y1;
		end
	always_ff @(posedge nsh_clk or negedge csr_flb_sdm_en) begin
		if (!csr_flb_sdm_en)
			y0_prev <= 1'b0;
		else
			y0_prev <= y0;
		end
	assign bin = 2'b01 + {1'b0,y0_prev} + {1'b0,y1} - {1'b0,y1_prev};
	always_comb begin
		case(bin)
			2'b00: thrm_temp = 3'b000;
			2'b01: thrm_temp = 3'b001;
			2'b10: thrm_temp = 3'b011;
			2'b11: thrm_temp = 3'b111;
		endcase
	end
	always_ff @(posedge nsh_clk or negedge csr_flb_sdm_en) begin
		if (!csr_flb_sdm_en) begin
			os_bin <= 2'b0;
			os_thrm <= 3'b000;			 
		end
		else begin
			if (!csr_flb_sdm_thrm_en) begin
				os_bin <= bin;
				os_thrm <= 3'b0;
			end 
			else begin
				os_bin <= 2'b0;
				os_thrm <= thrm_temp;	
			end
		end	
	end
endmodule
module SYNC (
input  logic nsh_clk,     
input  logic ref_clk, 
input  logic [15:0] dlf_out, 
input  logic [7:0] band,
input  logic [1:0] csr_flb_mtrx_clk_lag,
input  logic [1:0] csr_flb_smpl_clk_lag,
input  logic csr_flb_sdm_thrm_en,
input  logic csr_sync_en,
output logic [7:0] s_os,     
output logic [7:0] s_mtrx,   
output logic [7:0] s_band,   
output logic dec_clk      
);
	logic pulse0;
	logic pulse1;
	logic pulse2;
	logic pulse3;
	logic pulse4;
	logic pulse5;
	logic smpl_clk;
	logic zm_3;
	logic zm_2; 
	logic zm_1;
	always_ff @(posedge nsh_clk or negedge csr_sync_en) begin
		if (~csr_sync_en)
			zm_1 <= 1'd0;
		else
			zm_1 <= ref_clk;
	end
	always_ff @(posedge nsh_clk or negedge csr_sync_en) begin
		if (~csr_sync_en)			
			zm_2 <= 1'd0;
		else
			zm_2 <= zm_1;
	  end
	always_ff @(posedge nsh_clk or negedge csr_sync_en) begin
		if (~csr_sync_en)
			zm_3 <= 1'd0;
		else			
			zm_3 <= zm_2;
	end
	assign pulse0 = (~zm_3) & zm_2;  
	always_ff @(posedge nsh_clk or negedge csr_sync_en) begin
		if (~csr_sync_en)
			pulse1 <= 1'b0;
		else
			pulse1 <= pulse0;
	end
	always_ff @(posedge nsh_clk or negedge csr_sync_en) begin
		if (~csr_sync_en)
			pulse2 <= 1'd0;
		else 
			pulse2 <= pulse1;
	end
	always_ff @(posedge nsh_clk or negedge csr_sync_en) begin
		if (~csr_sync_en)
			pulse3 <= 1'd0;
		else 
			pulse3 <= pulse2;
	end
	always_ff @(posedge nsh_clk or negedge csr_sync_en) begin
		if (~csr_sync_en)
			pulse4 <= 1'd0;
		else 
			pulse4 <= pulse3;
	end
	always_ff @(posedge nsh_clk or negedge csr_sync_en) begin
		if (~csr_sync_en)
			pulse5 <= 1'd0;
		else 
			pulse5 <= pulse4;
	end
	always_comb begin
		case(csr_flb_smpl_clk_lag)
			2'b00: smpl_clk = pulse1;   
			2'b01: smpl_clk = pulse2;   
			2'b10: smpl_clk = pulse3;   
			2'b11: smpl_clk = pulse4;   
		endcase
	end
	always_comb begin
		case({csr_flb_sdm_thrm_en,csr_flb_mtrx_clk_lag})
			3'b100: dec_clk = pulse2;   
			3'b101: dec_clk = pulse3;   
			3'b110: dec_clk = pulse4;   
			3'b111: dec_clk = pulse5;   
			default: dec_clk = nsh_clk;
		endcase
	end
	always_ff @(posedge smpl_clk or negedge csr_sync_en) begin
		if (~csr_sync_en) begin
			s_os <= 8'b0;
			s_mtrx <= 8'b0;
		end	  	
		else begin
			s_os <= dlf_out[7:0];
			s_mtrx <= dlf_out[15:8];
		end
	end
	always_ff @(posedge smpl_clk or negedge csr_sync_en) begin			
		if (~csr_sync_en)
			s_band <= 8'b0;
		else
			s_band <= band;
	end
endmodule
==> design/flow/run.sh <==
#!/bin/bash
# OpenROAD 26Q1-2900-gdf79404cd8, Yosys 0.63+post, stock flow scripts
make -C /OpenROAD-flow-scripts/flow DESIGN_CONFIG=/design/flow/config.mk WORK_HOME=/design/flow/orfs finish
==> design/flow/config.mk <==
export PLATFORM = sky130hd
export DESIGN_NAME = FLB
export DESIGN_NICKNAME = FLB
export VERILOG_FILES = /design/flow/design.v
export SDC_FILE = /design/flow/constraint.sdc
export NUM_CORES = 4
export LEC_CHECK = 1
export CORE_UTILIZATION = 30
==> design/flow/constraint.sdc <==
current_design FLB

set clk_period 4.0
set clk_io_pct 0.2

create_clock -name clk0 -period $clk_period [get_ports {nsh_clk}]

set non_clock_inputs [all_inputs -no_clocks]
set_input_delay [expr $clk_period * $clk_io_pct] -clock clk0 $non_clock_inputs
set_output_delay [expr $clk_period * $clk_io_pct] -clock clk0 [all_outputs]
==> notes.md <==
* result of the run: finished, violations left
* failing checks: negative hold slack
* detailed router's first-iteration violation count: 301
* largest net degree at the start of global routing: 57
* detailed-route via count: 5204
* num ports: 135
* area of the die: 0.0296 mm2
* Synth Warn #: 6
* data required time of the worst path: 4.23 ns
* number of global-route vias before repair: 5295
* number of gates resized after CTS: 0
* setup slack, reg-to-reg: 0.60 ns
* post-route antenna net violation count: 0
* element type at the critical path end: clock gate
* core region area: 0.0281 mm2
* antenna violations before repair: 2
* share of the core filled with cells in the final layout: 0.429
* LEAKAGE: 5.23 nW
* async set-reset flop share out of synthesis: 0.996
* number of filler cells placed in the layout: 2563
* DRC: 0
* count of unclocked register or latch pins: 24
* worst slew margin relative to its limit: 0.476
* number of buffer cells added on primary ports: 134
* Data arrival, critical path: 4.08 ns
* source of the worst register-to-register timing path: sdm_inst.os_bin[0]$_DFF_PN0_
* count of flip-flops with a built-in enable after synthesis: 0
* OpenROAD warning count: 26
* Power Density: 271 mW/mm2
* Die Y: 172 um
* vias per cell: 4.33
* Maximum Capacitance Violations: 0
* detailed placer's ending HPWL: 10700 um
* Global Route Usage Sum: 0.122
* list of most frequent post-synthesis cells: sky130_fd_sc_hd__dfrtp_1, sky130_fd_sc_hd__nand2_1, sky130_fd_sc_hd__nor2_1
* final setup fails: 0
* post-synthesis register bit count: 245
* post-synthesis cell area: 0.00866 mm2
* count of TritonRoute iterations in the first routing pass: 6
* Post-Syn Area per Cell: 13.8 um2
* setup clock skew after layout: 0.0399 ns
* floorplan die width: 172 um
* total wirelength of the detailed-routed design: 16400 um
* startpoint of the tightest hold check path: csr_flb_en
* area share of the largest cell type after synthesis: 0.705
* Pins Over Slew Limit: 0
* worst supply voltage drop on vdd: 0.000213 V
* cell with the most instances after synthesis: sky130_fd_sc_hd__dfrtp_1
* post-synthesis cell count: 626
* overall overflow remaining after global route: 0
* # Cells Yosys: 626
* Critical Path Start Type: latch
* Latency at later pin: 1.35 ns
* Crit Path Class: latch to clock gate
* cell types with the largest area share after synthesis: sky130_fd_sc_hd__dfrtp_1, sky130_fd_sc_hd__ha_1, sky130_fd_sc_hd__nand2_1
* transition time of the tightest slew-check pin: 0.781 ns
* Distinct cells, synth: 74
* number of buffers added to fix hold violations after cts: 9
* detailed-route wire length per cell: 13.7 um
* initial core utilization: 0.308
* clock-pin slew on the worst setup and hold paths: 0.03 ns
* TritonCTS clock tree: yes
* Setup TNS Final: 0 ns
* classification of the worst-slack hold path: input pin to clock gate
* launching element of the worst setup path: flb_en_latch$_DLATCH_N_
* setup fix buffers added after clock tree synthesis: 0
* layout cell share with drive strength beyond 1: 0.133
* area growth from synthesis to final layout: 39.1%
* top cell type by total area after synthesis: sky130_fd_sc_hd__dfrtp_1
* FP Rows: 61
* biggest fanout along the worst timing path: 1
* routability cong.: 0.876
* endpoints left unconstrained: 62
* Primary FF master, synth: sky130_fd_sc_hd__dfrtp_1
* Final Hold Fails: 1
* area figure in the yosys stat output: 0.00866 mm2
* unrepaired setup endpoints after global routing: no
* worst hold slack after final layout: -0.0730 ns
* first-pass GRT wire length: 26800 um
==> registers in the layout, summed over array words and instances, names as in the netlist, 2 cells and up <==
signal / flops
band_thrm_FLB: 30
d1: 8
d2: 8
d3: 8
dec_inst.mtrx_thrm: 63
mtrx_thrm_FLB: 63
os_bin_FLB: 2
os_thrm_FLB: 3
sdm_inst.os_bin: 2
sdm_inst.os_thrm: 3
sdm_inst.v0: 9
sdm_inst.v1: 9
sync_inst.s_band: 8
sync_inst.s_mtrx: 8
sync_inst.s_os: 8
==> metal layers <==
layer  global-route usage  part of all wire  vias up
met5                    0           0.00079        -
met4               0.0289             0.016        2
met3               0.0445             0.069       22
met2                0.176              0.46      155
met1                0.180              0.45     2552
li1                     -                 -     2473
==> metrics by stage <==
step                cell area, um2  std cells  total power, mW  setup WS (ns)
global route                 12100       1200             3.46         0.0707
floorplan                     8660        626             1.21           1.02
global placement             10300       1112             1.49          0.683
detailed placement           10300       1112             1.50          0.587
finish                       12100       1201             3.26          0.145
CTS                          12100       1200             3.32         0.0825
==> final timing paths <==
check / endpoint / depth (start not counted)
worst max register to register: dec_inst.mtrx_thrm[52]$_DFF_PN0_ / 10
worst min-delay path: clock gate / 5
worst min register to register: os_thrm_FLB[2]$_DFF_PN0_ / 0
max in group asynchronous: d1[5]$_DFF_PN0_ / 4
min in group asynchronous: sync_inst.pulse5$_DFF_PN0_ / 2
min in group clk0: sdm_inst.os_bin[0]$_DFF_PN0_ / 2
max in group clk0: dec_inst.mtrx_thrm[52]$_DFF_PN0_ / 10
worst max-delay path: clock gate / 0
==> report_power, final <==
part / switching, mW / leakage, nW / internal (mW)
Sequential: 0.0725 / 2.85 / 0.676
Combinational: 0.327 / 1.64 / 0.339
Clock: 0.419 / 0.742 / 1.43
Total: 0.819 / 5.23 / 2.44
==> layout make-up <==
cell class / instances / area, um2 / area share
sequential: 245 / 6120 / 0.508
antenna: 1 / 2.50 / 0.000208
inverter: 31 / 116 / 0.00965
timing repair buffer: 149 / 1470 / 0.122
clock inverter: 16 / 131 / 0.0109
tap: 378 / 473 / 0.0392
clock buffer: 63 / 1490 / 0.124
multi-input combinational: 318 / 2250 / 0.187
==> logic make-up (layout without fill, tap and decap cells) <==
| group | Yosys count | after routing | synth area share |
|---|---|---|---|
| compound gates | 114 | 114 | 0.0921 |
| xor+xnor | 23 | 23 | 0.0293 |
| fa+ha+maj | 25 | 25 | 0.0396 |
| buf+inv | 63 | 259 | 0.0334 |
| flops | 244 | 244 | 0.705 |
| latches | 1 | 1 | 0.00173 |
| mux | 3 | 3 | 0.00650 |
| other cells | 1 | 2 | 0.000433 |
| simple gates | 152 | 152 | 0.0921 |
==> cell usage in the layout (no fill, tap or decap), types with 5 or more instances in the layout <==
cell type,count
sky130_fd_sc_hd__nand2b_1,7
sky130_fd_sc_hd__a21o_1,6
sky130_fd_sc_hd__clkdlybuf4s50_1,131
sky130_fd_sc_hd__nor3_1,10
sky130_fd_sc_hd__o21a_1,5
sky130_fd_sc_hd__dfrtp_1,244
sky130_fd_sc_hd__xor2_1,5
sky130_fd_sc_hd__and3_1,6
sky130_fd_sc_hd__dlygate4sd3_1,9
sky130_fd_sc_hd__and2_1,11
sky130_fd_sc_hd__o31ai_1,5
sky130_fd_sc_hd__nand3_1,9
sky130_fd_sc_hd__inv_1,31
sky130_fd_sc_hd__nor2b_1,10
sky130_fd_sc_hd__nor2_1,33
sky130_fd_sc_hd__inv_6,6
sky130_fd_sc_hd__buf_4,6
sky130_fd_sc_hd__ha_1,21
sky130_fd_sc_hd__nand2_1,42
sky130_fd_sc_hd__a21oi_1,21
sky130_fd_sc_hd__clkbuf_16,57
sky130_fd_sc_hd__o21ai_0,25
sky130_fd_sc_hd__nand3b_1,5
sky130_fd_sc_hd__xnor2_1,14
No activity file was given, so power comes from the tool's default toggle rates.
