<file path="run.sh">
#!/bin/bash
# OpenROAD 26Q1-2900-gdf79404cd8, Yosys 0.63+post, stock flow scripts
make -C /OpenROAD-flow-scripts/flow DESIGN_CONFIG=/design/flow/config.mk WORK_HOME=/design/flow/orfs finish
</file>
<file path="config.mk">
export PLATFORM = sky130hd
export DESIGN_NAME = DECODER
export DESIGN_NICKNAME = DECODER
export VERILOG_FILES = /design/flow/design.v
export SDC_FILE = /design/flow/constraint.sdc
export NUM_CORES = 4
export LEC_CHECK = 1
export CORE_UTILIZATION = 30
</file>
<file path="constraint.sdc">
current_design DECODER

set clk_period 22.2
set clk_io_pct 0.2

create_clock -name clk0 -period $clk_period

set non_clock_inputs [all_inputs -no_clocks]
set_input_delay [expr $clk_period * $clk_io_pct] -clock clk0 $non_clock_inputs
set_output_delay [expr $clk_period * $clk_io_pct] -clock clk0 [all_outputs]
</file>
<file path="design.v">
module DECODER(
	input [15:0] col_off,
	input [15:0] col_on,
	input [15:0] row_p,
	input [15:0] row_n,
	output reg [7:0] num_cap
);
	integer i, j;
	always @(*) begin
		num_cap = 8'b0;
		for (i = 0; i < 16; i = i + 1) begin
			for (j = 0; j < 16; j = j + 1) begin
				if (i % 2 == 0) begin
					num_cap = num_cap + {7'b0,~(col_off[i] & (~(col_on[i] & row_n[j])))};
				end 
				else begin
					num_cap = num_cap + {7'b0,~(col_off[i] & (~(col_on[i] & row_p[j])))};
				end
			end
		end
	end
endmodule
</file>
==> results.txt <==
Quick summary of the implementation run below.

The area of the core is 0.0281 mm^2. The area of the synthesized netlist per yosys stat is 0.00868 mm^2. The worst hold-check slack is 10.24 ns. The total grt overflow came out at 0. RePlAce ended its routability-driven mode at a weighted congestion of 0.935. The synthesized design spends more area on one cell type than any other, namely sky130_fd_sc_hd__fa_1.

The final tally of setup violations came out at 0. The number of distinct library cells after synthesis is 27. The script parses the final routing iteration and logs DRC violations as 0. The design has 0 sequential cells. From synthesis to final layout, the design area changed by 12.3%. Across all checked pins, the minimum headroom to the slew limit is 49.3%. The sum of negative setup slack came out at 0 ns. The first global-routing pass estimated 38,700 um of wire. The sequential fraction of the synthesis area is 0%. The floorplan step defined a die boundary enclosing 0.0296 mm^2. The script logs the mean routed wire length per placed instance as 17.9 um. For this design, the CTS-stage hold fixing added 0 buffers. Per the OpenROAD floorplan log, the width of the die is 172 um. The clock buffers instantiated in the layout total 0.

Counting pins that exceed their max-slew limit in the final report gives 0. For the pin with the worst max-slew slack, the measured transition is 0.759 ns. The floorplan step records an initial core utilization of 30.9%. STA shows the worst min-delay path finishing at num_cap[0]. For this run, the number of Yosys warnings is 1. Across all stage logs, warnings added up to 34. The count of endpoints failing hold in the final timing report is 0. Across the run, the number of max-cap violations was 0.

For reference, the most critical setup path is categorized as primary input to output port. STA classifies the critical path startpoint as a primary input. Cells fill 34.7% of the core in the end. The number of global-route vias before repair is 6,628. The run finished with clean final reports. The count of nets left with antenna violations after detail routing is 0. Looking at the critical path, the highest net fanout was 16. The via-per-instance ratio is 4.50. In the post-route analysis, the smallest setup slack over all paths is 4.52 ns.

The number of vias after detailed routing came out at 6,300. For this run, the script counts the antenna cells in the layout as 0. The number of DRC violations after detailed-routing iteration 0 is 265. The cell depth of the worst min-delay path came out at 6.

The first TritonRoute pass finished after 4 iterations. In the finished design, the share of the clock period the worst path needs comes to 79.7%. Per the hold report, the tightest min-delay path originates at row_n[2]. The largest net degree at the start of global routing came out at 17. The yosys cell count is 979. According to the timing report, the data required time at the worst endpoint equals 17.76 ns. The I/O pin total came out at 72. In this run the core area contains 61 standard-cell rows. The clock period minus worst slack is 17.68 ns.

The final layout contains routed wiring with a total length of 25,100 um. The type recorded for the worst min-delay path is primary input to output port. The number of antenna violations at the first check in global routing is 0. The average cell area after synthesis is 8.87 um^2. The combined area of all synthesized cells is 0.00868 mm^2. The total routing resource utilization after global routing is 19.1%. During placement, the flow inserted port buffers numbering 72. The proportion of netlist area held by the largest area contributor came out at 55.8%. Leaving out fill and tap cells, the most frequent cell in the layout is sky130_fd_sc_hd__inv_1. Prior to clock tree synthesis, the placed netlist has a worst setup slack of 4.50 ns. The number of instances in the synthesized netlist is 979. The post-detailed-placement half-perimeter wirelength came out at 20,600 um. The sequential cell area is 0 um^2.

Setup repair after global routing left no endpoint under its margin. The achievable frequency came out at 56.6 MHz. The buffers inserted during post-CTS setup optimization is 0. The post-cts gate resize count is 0.

By area the synthesized netlist is led by sky130_fd_sc_hd__fa_1 56%, sky130_fd_sc_hd__a21boi_0 14%, sky130_fd_sc_hd__inv_1 12%, sky130_fd_sc_hd__nand2_1 8.5%, sky130_fd_sc_hd__ha_1 5.3%. The chip height came out at 172 um. STA classifies the critical path endpoint as an output port. The layout cell share with drive strength beyond 1 is 0.880%. The critical path data arrival time came out at 13.24 ns. Per the cell usage report, the commonest logic cells after layout are 282 x sky130_fd_sc_hd__inv_1, 242 x sky130_fd_sc_hd__fa_1, 196 x sky130_fd_sc_hd__nand2_1, 159 x sky130_fd_sc_hd__a21boi_0, 72 x sky130_fd_sc_hd__clkdlybuf4s50_1.
cell families after synthesis:
family,Yosys count,share of synthesized area [%]
AND-OR/OR-AND,177,15.3
XOR/XNOR,4,0.404
adder cells (fa/ha/maj),279,61.1
buffers and inverters,314,14.0
AND/OR/NAND/NOR,205,9.21
layer usage:
layer	part of all wire [%]	wire length [um]	GRT usage, %	vias to the layer above
met3	12	2910	8.13	29
met2	46	11700	28.7	257
li1	-	-	-	2942
met1	40	10100	26.5	3072
met5	0	0	0	-
met4	2.0	501	4.16	0
layout make-up:
type | count | area, um^2
multi-input cells | 665 | 7470
repair buffers | 76 | 751
fillers | 2896 | 18300
inverters | 282 | 1060
well taps | 378 | 473
stage by stage:
stage	cell area [um^2]	std cells
2_1_floorplan	8680	979
3_5_place_dp	9750	1401
5_1_grt	9750	1401
4_1_cts	9750	1401
3_3_place_gp	9750	1401
6_report	9750	1401
critical path, cell delays in order:
cell and delay, ns:
sky130_fd_sc_hd__clkdlybuf4s50_1 0.90, sky130_fd_sc_hd__a21boi_0 0.26, sky130_fd_sc_hd__fa_1 0.57, sky130_fd_sc_hd__inv_1 0.05, sky130_fd_sc_hd__fa_1 0.53, sky130_fd_sc_hd__inv_1 0.06
sky130_fd_sc_hd__fa_1 0.50, sky130_fd_sc_hd__fa_1 0.55, sky130_fd_sc_hd__inv_1 0.08, sky130_fd_sc_hd__fa_1 0.52, sky130_fd_sc_hd__inv_1 0.07, sky130_fd_sc_hd__fa_1 0.58
sky130_fd_sc_hd__fa_1 0.47, sky130_fd_sc_hd__fa_1 0.43, sky130_fd_sc_hd__inv_1 0.08, sky130_fd_sc_hd__fa_1 0.44, sky130_fd_sc_hd__fa_1 0.54, sky130_fd_sc_hd__inv_1 0.05
sky130_fd_sc_hd__fa_1 0.59, sky130_fd_sc_hd__inv_1 0.06, sky130_fd_sc_hd__ha_1 0.31, sky130_fd_sc_hd__a211oi_2 0.35, sky130_fd_sc_hd__o211ai_1 0.15, sky130_fd_sc_hd__a2bb2oi_1 0.17
sky130_fd_sc_hd__clkdlybuf4s50_1 0.49
synth_stat cells:
| cell | instances |
|---|---|
| sky130_fd_sc_hd__xnor2_1 | 2 |
| sky130_fd_sc_hd__a21oi_1 | 5 |
| sky130_fd_sc_hd__inv_1 | 282 |
| sky130_fd_sc_hd__o21a_1 | 1 |
| sky130_fd_sc_hd__o211ai_1 | 4 |
| sky130_fd_sc_hd__o21ai_0 | 1 |
| sky130_fd_sc_hd__a2bb2oi_1 | 1 |
| sky130_fd_sc_hd__nand2b_1 | 1 |
| sky130_fd_sc_hd__fa_1 | 242 |
| sky130_fd_sc_hd__nor3_1 | 1 |
| sky130_fd_sc_hd__a21boi_0 | 159 |
| sky130_fd_sc_hd__xor2_1 | 2 |
| sky130_fd_sc_hd__buf_2 | 26 |
| sky130_fd_sc_hd__and3b_1 | 1 |
| sky130_fd_sc_hd__and2b_2 | 1 |
| sky130_fd_sc_hd__ha_1 | 37 |
| sky130_fd_sc_hd__and2b_4 | 1 |
| sky130_fd_sc_hd__nand2_1 | 196 |
| sky130_fd_sc_hd__clkbuf_2 | 2 |
| sky130_fd_sc_hd__a211oi_2 | 2 |
| sky130_fd_sc_hd__nor2_1 | 3 |
| sky130_fd_sc_hd__a21o_1 | 1 |
| sky130_fd_sc_hd__o31a_1 | 1 |
| sky130_fd_sc_hd__o21ai_1 | 1 |
| sky130_fd_sc_hd__nor2b_4 | 1 |
| sky130_fd_sc_hd__o311ai_0 | 1 |
| sky130_fd_sc_hd__clkbuf_1 | 4 |
worst max path at each step:
stage | startpoint | endpoint | slack [ns] | cells after the start
4_1_cts | col_on[9] | num_cap[7] | 4.49 | 25
5_1_grt | col_on[9] | num_cap[7] | 4.12 | 25
6_report | col_on[9] | num_cap[7] | 4.52 | 25
